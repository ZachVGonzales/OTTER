<file path="design/flow/design.v">
`timescale 1ns / 1ps
module PIPE_ALU(
    input [31:0] srcA,
    input [31:0] srcB,
    input [3:0] alu_fun,
    output logic [31:0] result,
    output logic zero
    );
    always_comb begin        
        case (alu_fun)
            4'b0000: 
            begin
                result = srcA + srcB;
            end
            4'b1000:
            begin
                result = srcA - srcB;
            end
            4'b0110:
            begin
                result = srcA | srcB;
            end
            4'b0111:
            begin
                result = srcA & srcB;
            end
            4'b0100:
            begin
                result = srcA ^ srcB;
            end
            4'b0101:
            begin
                result = srcA >> srcB[4:0];
            end
            4'b0001:
            begin
                result = srcA << srcB[4:0];
            end
            4'b1101:
            begin
                result = $signed(srcA) >>> srcB[4:0];
            end
            4'b0010:
            begin
                result = ($signed(srcA) < $signed(srcB)) ? 1 : 0;
            end
            4'b0011:
            begin
                result = (srcA < srcB) ? 1 : 0;
            end
            4'b1001:
            begin
                result = srcA;
            end
            default:
            begin
                result = 32'hDEAD_BEEF;
            end
        endcase
        zero = ~(32'h0000_0000 || result);
    end
endmodule
</file>
<file path="design/flow/run.sh">
#!/bin/bash
# OpenROAD 26Q1-2900-gdf79404cd8, Yosys 0.63+post, stock flow scripts
make -C /OpenROAD-flow-scripts/flow DESIGN_CONFIG=/design/flow/config.mk WORK_HOME=/design/flow/orfs finish
</file>
<file path="design/flow/config.mk">
export PLATFORM = sky130hd
export DESIGN_NAME = PIPE_ALU
export DESIGN_NICKNAME = PIPE_ALU
export VERILOG_FILES = /design/flow/design.v
export SDC_FILE = /design/flow/constraint.sdc
export NUM_CORES = 4
export LEC_CHECK = 1
export CORE_UTILIZATION = 30
</file>
<file path="design/flow/constraint.sdc">
current_design PIPE_ALU

set clk_period 15.1
set clk_io_pct 0.2

create_clock -name clk0 -period $clk_period

set non_clock_inputs [all_inputs -no_clocks]
set_input_delay [expr $clk_period * $clk_io_pct] -clock clk0 $non_clock_inputs
set_output_delay [expr $clk_period * $clk_io_pct] -clock clk0 [all_outputs]
</file>
==> impl_metrics.py <==
# Auto-generated metrics
metrics = {
    "sta": {
        "report.final.hold_viol_count": 0,
        "post-route-min-period_ns": 12.25,
        "grt_setup_unrepaired": "false",
        "tightestPinTransition_ns": 1.03,
        "slew_violations": 0,
        "final.period_utilization": 0.812,
        "finalSetupViolations": 0,
        "maxClockFrequency_mhz": 81.6,
        "max-slew-margin-rel": 0.303,
        "fin_tns_setup_ns": 0,
    },
    "yosys": {
        "post_synthesis_cell_type_with_the_largest_combined_area": "sky130_fd_sc_hd__ha_1",
        "synth_cells": 1527,
        "topCellsByArea": "sky130_fd_sc_hd__ha_1, sky130_fd_sc_hd__mux4_2, sky130_fd_sc_hd__mux2i_1",
        "synth_seq_share": 0,
        "mappedNetlistArea_um2": 10800,
        "synth.yosys.chip_area_um2": 10800,
        "total_of_warnings_raised_by_yosys": 1,
        "synth.lib_cells_used.distinct": 101,
        "synth_area_per_cell_um2": 7.06,
        "yosysTopAreaCellShare": 0.115,
        "yosys-stat-cells": 1527,
    },
    "setup_path": {
        "critical-path-top-delay-family": "simple AND/OR/NAND/NOR gates",
        "worst_ep_arrival_time_ns": 9.23,
        "worst_setup_path_start_kind": "input pin",
        "worstSetupPathType": "input pin to output pin",
        "crit_path_max_incr_delay_ns": 0.86,
        "timing.critical_path.from": "srcB[0]",
        "crit_slowest_cell": "sky130_fd_sc_hd__nor4b_1",
        "critPathCaptureType": "output pin",
        "crit_end": "zero",
        "critical_path.n_buffers_inverters": 4,
        "cp_max_fo": 48,
        "cp_cell_sequence": "buf_4, buf_4, buf_4, mux2_1, mux2i_1, nor2_1, o31a_1, a22oi_1, nor4b_1, nand4bb_1, nor4b_2, nand4b_1, or4_1, or3_1, nor4_2, clkdlybuf4s50_1",
        "required_ns": 12.08,
        "worstSetupPathDepth": 16,
        "crit_top_cell": "sky130_fd_sc_hd__buf_4",
    },
    "finish": {
        "clockBufferCount": 0,
        "area_growth_pct": 11.0,
        "post_route_cells_drive_above_1_share": 0.105,
        "final-seq-area_um2": 0,
        "final-instance-count-excl-fill": 1982,
        "lay_top_cells": "sky130_fd_sc_hd__nand2_1, sky130_fd_sc_hd__a21oi_1, sky130_fd_sc_hd__nor2_1",
        "final_layout_top_logic_cell": "sky130_fd_sc_hd__nand2_1",
        "n_sequential_cell": 0,
    },
    "pwr": {
        "power.total_mw": 0.466,
        "power.density_cell_area_nw_per_um2": 39.0,
        "vdd_ir_drop_max_v": 0.0000178,
        "leakagePower_nw": 4.70,
    },
    "floorplan": {
        "core_um2": 35500,
        "die-height_um": 192,
        "initial_util": 0.304,
        "die.size.x_um": 192,
        "dieArea_um2": 36700,
        "placement_rows": 69,
        "floorplan.io_pins": 101,
    },
    "run_status": {
        "run_status": "completed",
    },
    "grt": {
        "antenna_violations_before_repair": 3,
        "grt_start_max_net_pins": 56,
        "global_route_wire_length_before_repair_um": 79600,
        "grt-ovfl-total": 0,
        "first_global_vias": 12100,
        "aggregate_global_route_resource_usage": 0.294,
    },
    "place": {
        "routabilityCongestion": 1.06,
        "port-buffer-count": 101,
        "post-dp-hpwl_um": 41300,
        "place.detailed.instances": 1982,
    },
    "route": {
        "n_antenna_cell": 0,
        "initialDrtViolationCount": 1714,
        "route.detailed.vias_per_inst": 6.63,
        "routedWlPerCell_um": 27.2,
        "vias": 13100,
        "post-route-drc-count": 0,
        "wirelength_um": 53900,
        "drt-pass1-iter-count": 9,
        "antenna_left": 0,
    },
    "cts": {
        "post_cts_resize_count": 0,
        "cts_post_setup_buffers_inserted": 0,
        "cts-hold-fix-buffers": 0,
    },
    "run": {
        "max_cap_violations": 0,
        "warning_count": 99,
    },
    "worst_hold_path": {
        "whs_path_depth": 3,
        "hold_class": "input pin to output pin",
    },
}
stage by stage:
stage / cell area (µm²) / setup WS [ns] / hold WS, ns / util
finish: 12000 / 2.85 / 6.99 / 0.337
floorplan: 10800 / 4.70 / 6.16 / -
global placement: 12000 / 2.97 / 6.95 / 0.337
detailed placement: 12000 / 2.99 / 6.95 / 0.337
CTS: 12000 / 2.99 / 6.95 / 0.337
global route: 12000 / 2.61 / 7.02 / 0.337
layer usage:
metal	routed length (µm)	GRT usage
met3	5530	0.0517
met1	22600	0.423
met4	2250	0.0989
met5	23	0
met2	23500	0.446
where the power goes:
part | total (mW) | switching [mW] | internal (mW)
registers | 0 | 0 | 0
clock network | 0 | 0 | 0
logic | 0.466 | 0.287 | 0.180
total | 0.466 | 0.287 | 0.180
worst min-delay path by stage:
stage / from / slack [ns] / end
finish: srcB[4] / 6.99 / result[20]
global route: srcB[4] / 7.02 / result[20]
CTS: srcB[4] / 6.95 / result[20]
worst min-delay path: cells and delay by family:
kind | cells | cell delay, ns
buffers and inverters | 2 | 0.72
AND-OR/OR-AND | 1 | 0.23
logic make-up after synthesis:
| logic type | after synthesis | synth area share |
|---|---|---|
| mux | 151 | 0.201 |
| compound gates | 538 | 0.350 |
| xor+xnor | 12 | 0.00975 |
| fa+ha+maj | 101 | 0.119 |
| buf+inv | 254 | 0.104 |
| simple gates | 471 | 0.217 |
synth_stat cells, drive strengths merged (12+ instances only):
library cell / n
a211oi: 18
a21o: 15
a21oi: 121
a221o: 12
a221oi: 14
a22oi: 13
a31oi: 32
and2: 14
buf: 72
clkbuf: 76
ha: 99
inv: 105
mux2: 40
mux2i: 64
mux4: 47
nand2: 146
nand2b: 18
nand3: 33
nand4: 16
nor2: 122
nor2b: 13
nor3: 33
nor4: 14
o2111ai: 15
o211ai: 34
o21ai: 104
o22ai: 14
o31ai: 15
xnor2: 12
final cells by class:
class                      count  area (µm²)
fill                        3772       23500
multi-input combinational   1273        9690
timing repair buffer         142        1300
tap                          461         577
inverter                     106         398
Power and IR drop assume default switching activity.
