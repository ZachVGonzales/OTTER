==> ./run.sh <==
#!/bin/bash
# OpenROAD 26Q1-2900-gdf79404cd8, Yosys 0.63+post, stock flow scripts
make -C /OpenROAD-flow-scripts/flow DESIGN_CONFIG=/design/flow/config.mk WORK_HOME=/design/flow/orfs finish
==> ./config.mk <==
export PLATFORM = sky130hd
export DESIGN_NAME = HAZARD_UNIT
export DESIGN_NICKNAME = HAZARD_UNIT
export VERILOG_FILES = /design/flow/design.v
export SDC_FILE = /design/flow/constraint.sdc
export NUM_CORES = 4
export LEC_CHECK = 1
export CORE_AREA = 10 10 70 70
export DIE_AREA = 0 0 80 80
==> ./constraint.sdc <==
current_design HAZARD_UNIT

set clk_period 2.3
set clk_io_pct 0.2

create_clock -name clk0 -period $clk_period

set non_clock_inputs [all_inputs -no_clocks]
set_input_delay [expr $clk_period * $clk_io_pct] -clock clk0 $non_clock_inputs
set_output_delay [expr $clk_period * $clk_io_pct] -clock clk0 [all_outputs]
==> ./design.v <==
`timescale 1ns / 1ps
module HAZARD_UNIT(
    input [4:0] rs1_D,
    input [4:0] rs2_D,
    input [4:0] rs1_E,
    input [4:0] rs2_E,
    input [4:0] rd_E,
    input [4:0] rd_M,
    input [4:0] rd_W,
    input regWrite_M,
    input regWrite_W,
    input memRDEN2_E,
    input branchEN,
    input jumpEN,
    input cache_miss,
    output logic [1:0] FA_SEL,
    output logic [1:0] FB_SEL,
    output logic [1:0] JALR_SEL,
    output logic PC_en,
    output logic FD_reg_en,
    output logic DE_reg_en,   
    output logic EM_reg_en,   
    output logic MW_reg_en,   
    output logic flush_DE,
    output logic flush_FD
    );
always_comb begin
    FA_SEL = 2'b00;    FB_SEL = 2'b00;    PC_en = 1'b1;
    FD_reg_en = 1'b1;  flush_DE = 1'b0;   flush_FD = 1'b0;
    JALR_SEL = 2'b00;  DE_reg_en = 1'b1;  EM_reg_en = 1'b1;
    MW_reg_en = 1'b1;
    if (memRDEN2_E && ((rd_E == rs1_D) || (rd_E == rs2_D))) begin
        PC_en = 1'b0;
        FD_reg_en = 1'b0;
        flush_DE = 1'b1;
    end
    if (regWrite_M && (rd_M != 0) && (rd_M == rs1_E)) begin
        FA_SEL = 2'b01;
    end 
    else if (regWrite_W && (rd_W != 0) && (rd_W == rs1_E)) begin
        FA_SEL = 2'b10;
    end
    if (regWrite_M && (rd_M != 0) && (rd_M == rs2_E)) begin
        FB_SEL = 2'b01;
    end
    else if (regWrite_W && (rd_W != 0) && (rd_W == rs2_E)) begin
        FB_SEL = 2'b10;
    end
    if (branchEN) begin
        flush_FD = 1'b1;
        flush_DE = 1'b1;
    end
    if (jumpEN) begin
        flush_FD = 1'b1;
    end
    if (rs1_D == rd_E) begin 
        JALR_SEL = 2'b01;
    end else if (rs1_D == rd_M) begin 
        JALR_SEL = 2'b10;
    end else if (rs1_D == rd_W) begin 
        JALR_SEL = 2'b11;
    end
    if (cache_miss) begin
        PC_en = 1'b0;
        FD_reg_en = 1'b0;
        DE_reg_en = 1'b0;
        EM_reg_en = 1'b0;
        MW_reg_en = 1'b0;
        flush_FD = 1'b0;
        flush_DE = 1'b0;
    end
end
endmodule
==> ci_impl_report.md <==
## Implementation flow summary

| Metric | Value |
|---|---|
| Period minus WS final | `2.27 ns` |
| Hold Path Class | `input pin to primary output` |
| Via density | `3.87` |
| Net switching share of the total power | `0.417` |
| Total track usage | `0.0806` |
| Sequential power share | `0` |
| First-pass GRT wire length | `4220 um` |
| Actual slew at the worst max-slew pin | `0.281 ns` |
| Final Hold Viols | `0` |
| Post-DP HPWL | `2340 um` |
| Antenna violations before repair | `0` |
| Share of cells above drive strength 1 | `0.452` |
| Vias | `785` |
| Pre-CTS WS | `-0.625 ns` |
| CP Class | `input pin to primary output` |
| Max_slew headroom | `0.811` |
| Largest net degree at the start of global routing | `6` |
| Internal | `0.143 mW` |
| Area delta synth->final | `150%` |
| Vias in the first global route | `859` |
| Pwr Total | `0.245 mW` |
| # setup viols final | `0` |
| Sw Pwr | `0.102 mW` |
| Post-synthesis cell count | `75` |
| Hold Path Depth | `5` |
| Final GP Congestion | `0.797` |
| Startpoint Class | `input pin` |
| RSZ-0062 raised after global routing | `yes` |
| Top cell excl fill/tap | `buf_4` |
| CP endpoint kind | `primary output` |
| Worst Path Arrival | `1.81 ns` |
| Most frequent cells in the layout | `24 x buf_4, 23 x xor2_1, 21 x dlygate4sd2_1` |
| Register area | `0 um2` |
| Worst IR Drop VDD | `0.0000420 V` |
| Iter 0 DRT Violations | `21` |
| Die area | `0.00640 mm2` |
| Hold buffers post-CTS | `0` |
| Final Max Tran Viols | `0` |
| Final setup margin | `0.0306 ns` |
| Status | `completed` |
| Yosys Instances | `75` |
| Max-cap violations | `0` |
| Die Wd | `80 um` |
| CORE AREA | `0.00342 mm2` |
| Final period util | `0.987` |
| Clk network pwr share | `0` |
| Count of filler cells inserted in the layout | `355` |
| DR WL/cell | `13.0 um` |
| Synthesized area per cell | `7.69 um2` |
| Synth warn | `1` |
| Hold Slack | `1.46 ns` |
| Yosys stat area | `577 um2` |
| Pwr Density | `170 mW/mm2` |
| Leak | `0.667 nW` |
| F_max | `441 MHz` |
| WL final | `2650 um` |
| Final TNS setup | `0 ns` |
| I/O pins | `54` |
| Gate power share | `1.000` |
| DRT Pass-1 Iters | `4` |
| Antenna diode count | `0` |
| Post-synth seq share | `0` |
| CP Data Required Time | `1.84 ns` |
| Die height | `80 um` |
| Final ANT Viol Nets | `0` |
| Fp util | `0.169` |
| GRT overflow | `0` |
| FP Rows | `21` |
| Worst Path Max Fanout | `2` |
| OpenROAD warning count | `33` |
| Placed cell area | `0.00135 mm2` |
| Num sequential | `0` |
| Syn Std Cell Area | `577 um2` |
| Number of clock buffers in the layout | `0` |
| Netlist cell types | `15` |
| Post-route cell area | `0.00144 mm2` |
| Port Buf Inserts | `54` |
| Number of remaining DRC errors | `0` |
critical path: stages:
cell and delay (ns):
clkbuf_2 0.09, or4_4 0.54, o21ai_4 0.16, buf_6 0.12
nor4_4 0.04, nor4_2 0.26, buf_2 0.13
synth_stat cells:
library cell,count,area (um2)
a22oi_1,1,7.51
buf_4,3,22.5
inv_1,2,7.51
nand2_1,3,11.3
nand3_1,4,20.0
nor2_1,5,18.8
nor3_1,3,15.0
nor4_2,4,50.1
o21a_1,2,15.0
o21ai_1,1,5.00
o21ai_2,1,8.76
o31ai_1,2,15.0
or4_1,4,30.0
xnor2_1,14,123
xor2_1,26,228
metrics by stage:
stage | util | cells
6_report | 0.422 | 203
5_1_grt | 0.422 | 203
4_1_cts | 0.415 | 202
3_5_place_dp | 0.395 | 198
3_3_place_gp | 0.395 | 198
2_1_floorplan | - | 75
logic make-up (layout without fill, tap and decap cells):
group,Yosys count,after routing,share of synthesized area
and+or+nand+nor,23,23,0.252
AOI/OAI and AO/OA,7,7,0.0889
buffers and inverters,5,87,0.0521
xor gates and xnor gates,40,40,0.607
routing by layer:
layer | global-route usage | part of all wire | up-vias
li1 | - | - | 416
met1 | 0.104 | 0.43 | 347
met2 | 0.139 | 0.50 | 22
met3 | 0.0205 | 0.078 | 0
met4 | 0 | 0 | 0
met5 | 0 | 0 | -
path summary, 6_finish.rpt:
kind	from	endpoint	slack, ns
worst max-delay path	rd_M[1]	FB_SEL[1]	0.03
worst min-delay path	rd_W[2]	FB_SEL[1]	1.46
cell type report:
cell class / count / area [um2] / share of cell area
multi-input combinational: 70 / 674 / 0.468
inverter: 2 / 7.51 / 0.00521
timing repair buffer: 85 / 702 / 0.487
tap: 46 / 57.6 / 0.0399
power by group through the flow:
stage | Combinational, mW | Clock, mW | Sequential (mW)
after CTS | 0.236 | 0 | 0
after global routing | 0.266 | 0 | 0
final | 0.245 | 0 | 0
what timing repair did:
action,4_1_cts,5_1_grt
setup endpoints to repair,9,6
buffers inserted,4,1
cloned,0,0
resized,88,30
pin swaps,21,18
endpoints found under the hold margin,0,0
Power and IR drop assume default switching activity.
