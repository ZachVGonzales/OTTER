### design/flow/run.sh
#!/bin/bash
# OpenROAD 26Q1-2900-gdf79404cd8, Yosys 0.63+post, stock flow scripts
make -C /OpenROAD-flow-scripts/flow DESIGN_CONFIG=/design/flow/config.mk WORK_HOME=/design/flow/orfs finish
### design/flow/design.v
`timescale 1ns / 1ps
module REG_FILE_NEG_WRITE(
    input [31:0] wd,
    input clk, 
    input en,
    input [4:0] adr1,
    input [4:0] adr2,
    input [4:0] wa,
    output logic [31:0] rs1, 
    output logic [31:0] rs2     );
    logic [31:0] reg_file [0:31];
    initial
    begin
        int i;
        for (i=0; i<32; i++)
            reg_file[i] = 0;
    end
    always_ff @( negedge clk)
    begin
        if ( (en == 1) && (wa != 0) )
            reg_file[wa] <= wd;       
    end
    assign rs1 = reg_file[adr1];
    assign rs2 = reg_file[adr2];
endmodule
### design/flow/config.mk
export PLATFORM = sky130hd
export DESIGN_NAME = REG_FILE_NEG_WRITE
export DESIGN_NICKNAME = REG_FILE_NEG_WRITE
export VERILOG_FILES = /design/flow/design.v
export SDC_FILE = /design/flow/constraint.sdc
export NUM_CORES = 4
export LEC_CHECK = 1
export CORE_UTILIZATION = 40
### design/flow/constraint.sdc
current_design REG_FILE_NEG_WRITE

set clk_period 6.4
set clk_io_pct 0.2

create_clock -name clk0 -period $clk_period [get_ports {clk}]

set non_clock_inputs [all_inputs -no_clocks]
set_input_delay [expr $clk_period * $clk_io_pct] -clock clk0 $non_clock_inputs
set_output_delay [expr $clk_period * $clk_io_pct] -clock clk0 [all_outputs]
==> qor.yml <==
status:
  status: "finished with violations"
  violations: "negative setup slack"
setup_path:
  cp_max_fo: 2
  crit_path_frequent_cell: "buf_6"
  critPathKind: "reg2out"
  slowest_delay_ps: 400
  crit_arrival_ps: 5370
  cp-end-kind: "output port"
  path_cells: "mux2i_1 > a22o_1 > nor3_2 > a31oi_2 > nand3_1 > buf_6 > buf_6"
  cp.required_ps: 5120
  start_kind: "flip-flop"
  cp_slowest_cell: "edfxtp_1"
final_timing:
  whs_ps: 3380
  tightest_slew_ps: 876
  finalHoldViolations: 0
  fin_setup_tns_ps: -5640
  finalWorstSetupSlack_ps: -251
  setup_violations: 56
  rsz0062_at_grt: "yes"
  relSlewSlack_pct: 41.6
  maxSlewViolCount: 0
layout:
  fin_area_um2: 61900
  drive_above_1_share_pct: 14.0
  layout.cells.non_filler: 6340
  area_growth_pct: 27.0
  largest_reg_flops: 1024
  top_regs: "reg_file (1024)"
  fillers: 9903
  top_register: "reg_file"
  final_util_pct: 51.4
synthesis:
  ys_seq_share_pct: 63.1
  syn_avg_cell_area_um2: 14.4
  synth-edff-count: 1024
  syn_inst: 3387
  synth_top_area_share_pct: 63.1
  yosys_warnings: 1
  ys_cells: 3387
  synth.cell_area_um2: 48800
  ys_types: 25
  async_flop_share_pct: 0
  yosys_register_bits: 1024
  area_leaders: "edfxtp_1 63%, mux2i_1 21%, a22oi_1 3.0%, a22o_1 2.3%, nand3_1 2.0%"
  synth_area_leader_cell: "edfxtp_1"
  yosys_most_used_dff: "edfxtp_1"
  common_cells: "1,024 x edfxtp_1, 1,024 x mux2i_1, 195 x nand2_1"
  ys_area_um2: 48800
flow_run:
  warning_count: 1030
  maxCapViolCount: 0
placed_design:
  gp_congestion: 0.863
  portBuffers: 112
  placed_area_um2: 53500
  place_hpwl_um: 87500
  dp_slack_ps: -105
  dp_cells: 5105
hold_path:
  min_path_type: "in2out"
  holdPathEnd: "rs1[13]"
  hold_start: "adr1[1]"
  hold_depth: 6
clock_tree:
  cts_buffer_depth: 3
  root_buffer: "clkbuf_16"
  htreeDepth: 3
  clk_pin_slew_ps: 50
  cts_buffers: 115
  clkSinkCount: 1024
  cts_tree: "done"
grt:
  grt_pass1_wl_um: 219000
  grt.overflow.total: 0
  grt_max_degree: 92
  track_usage_pct: 26.2
  grt_pass1_vias: 37300
  antenna_found_initial: 1
power:
  peakVddDrop_mv: 0.227
  p_total_mw: 18.3
  power_leakage_nw: 27.0
  p_per_area_nw_per_um2: 296
drt:
  dr.pass1.iters: 5
  wire_per_inst_um: 23.8
  drc: 0
  ant_nets: 0
  drt_wl_total_um: 151000
  drtIter0Drc: 1981
  num_vias: 34700
  via_per_inst: 5.48
die:
  die-width_um: 351
  fp.dieH_um: 351
  core_um2: 120000
  initCoreUtil_pct: 40.5
  dieArea_um2: 123000
  io_pins: 113
  rows: 127
## power breakdown
part / leakage, nW / internal (mW) / switching (mW)
Combinational: 10.3 / 0.567 / 0.920
Clock: 7.39 / 4.99 / 4.25
Sequential: 9.25 / 7.54 / 0.0393
Total: 27.0 / 13.1 / 5.21
## timing repair
| item | 4_1_cts | 5_1_grt |
|---|---|---|
| hold buffers | 0 | 0 |
| resized | 341 | 40 |
| setup endpoints to repair | 64 | 64 |
| pin swaps | 166 | 103 |
| hold endpoints to repair | 0 | 0 |
| setup buffers | 2 | 0 |
## per-layer routing
metal | up-vias | global-route usage, % | part of all wire (%)
met2 | 1798 | 37.3 | 46
met5 | - | 0.118 | 0
met4 | 0 | 11.2 | 3.3
li1 | 15900 | - | -
met1 | 16800 | 32.8 | 38
met3 | 268 | 16.3 | 13
## layout make-up
cell class | count | area (um^2) | share of cell area, %
Sequential cell | 1024 | 30700 | 49.7
Multi-Input combinational cell | 2140 | 17800 | 28.7
Clock inverter | 1122 | 4910 | 7.92
Timing Repair Buffer | 324 | 3570 | 5.76
Clock buffer | 116 | 2900 | 4.69
Tap cell | 1612 | 2020 | 3.26
Antenna cell | 2 | 5.00 | 0.00808
## logic make-up after synthesis
kind of cell / count (synthesis) / share of synthesized area [%]
AND-OR/OR-AND: 576 / 8.05
buffers and inverters: 254 / 3.16
flip-flops: 1024 / 63.1
AND/OR/NAND/NOR: 508 / 4.71
other: 1 / 0.00769
multiplexers: 1024 / 21.0
## placed cells by master (no fill, tap or decap), types with 4 or more instances in the layout
cell type / instances
nor2b_4: 4
buf_12: 86
nand2_1: 193
clkinvlp_2: 36
nand3_1: 146
nor2_4: 33
a31oi_2: 36
buf_6: 16
a31oi_1: 25
nand3b_1: 5
buf_2: 52
inv_4: 7
bufinv_16: 21
nand3_4: 11
mux2i_1: 1024
inv_1: 1047
nand2b_2: 4
a22oi_1: 192
buf_4: 122
clkbuf_16: 116
nor3_1: 9
edfxtp_1: 1024
nand3_2: 37
nor3_2: 52
clkinv_4: 5
clkdlybuf4s50_1: 46
a21oi_1: 192
a22o_1: 128
conb_1: 32
## worst max-delay path by stage
stage,endpoint,slack (ps),cells after the start,from
after CTS,rs2[7],-280,7,reg_file[7][7]
after global routing,rs2[7],-320,7,reg_file[7][7]
final,rs1[7],-250,7,reg_file[7][7]
## worst max-delay path: cells and delay by family (launching register included)
| family | cells | cell delay [ps] |
|---|---|---|
| simple gates | 2 | 210 |
| compound gates | 2 | 440 |
| buf+inv | 2 | 250 |
| flops | 1 | 400 |
| mux | 1 | 160 |
Power figures rest on the tool's default switching activity, not on a simulated workload.
